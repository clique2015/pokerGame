**run.sh**
```bash
#!/bin/bash
# OpenROAD 26Q1-2900-gdf79404cd8, Yosys 0.63+post, stock flow scripts
make -C /OpenROAD-flow-scripts/flow DESIGN_CONFIG=/design/flow/config.mk WORK_HOME=/design/flow/orfs finish
```
**config.mk**
```make
export PLATFORM = sky130hd
export DESIGN_NAME = player_logic
export DESIGN_NICKNAME = player_logic
export VERILOG_FILES = /design/flow/design.v
export SDC_FILE = /design/flow/constraint.sdc
export NUM_CORES = 4
export LEC_CHECK = 1
export CORE_AREA = 10 10 112 112
export DIE_AREA = 0 0 122 122
```
**constraint.sdc**
```tcl
current_design player_logic

set clk_period 6.9
set clk_io_pct 0.2

create_clock -name clk0 -period $clk_period

set non_clock_inputs [all_inputs -no_clocks]
set_input_delay [expr $clk_period * $clk_io_pct] -clock clk0 $non_clock_inputs
set_output_delay [expr $clk_period * $clk_io_pct] -clock clk0 [all_outputs]
```
**design.v**
```verilog
`timescale 1ns / 1ps
module player_logic(
    input [5:0] card4,       
    input [5:0] card3,       
    input [5:0] card2,       
    input [5:0] card1,       
    input [5:0] card0,       
    output  high_card         ,
    output  one_pair1         ,
    output  one_pair2         ,
    output  one_pair3         ,
    output  one_pair4         ,
    output  two_pair_lower    ,
    output  two_pair_upper_1  ,
    output  two_pair_upper_2  ,    
    output  three_pair_lower  ,
    output  three_pair_mid    ,
    output  three_pair_upper  ,
    output  straight          ,
    output  flush             ,
    output  full_house_lower  ,
    output  full_house_upper  ,
    output  four_kind_lower   ,
    output  four_kind_upper   ,
    output  straight_flush    ,
    output  royal_flush   
    );
wire card01;
wire card12;
wire card23;
wire card34;
wire ace_card;
wire high_card_sig; 
assign card01 = (card0[3:0] == card1[3:0]) ? 1 : 0;
assign card12 = (card1[3:0] == card2[3:0]) ? 1 : 0;
assign card23 = (card2[3:0] == card3[3:0]) ? 1 : 0;
assign card34 = (card3[3:0] == card4[3:0]) ? 1 : 0;
assign ace_card = (card4[3:0] == 4'he) ? 1 : 0;
and(royal_flush		, ace_card , flush);
and(straight_flush	, straight , flush);
and(four_kind_upper	, card34 , card23 , card12);
and(four_kind_lower	, card23 , card12 , card01);
and(full_house_upper	, card34 , card23 , card01);
and(full_house_lower	, card34 , card12 , card01);
and(flush ,(card0[5:4] == card1[5:4]) , (card1[5:4] == card2[5:4]) , (card2[5:4] == card3[5:4]) , (card3[5:4] == card4[5:4]));
assign straight = (
						(card4[3:0] - card3[3:0])
						+(card3[3:0] - card2[3:0])
						+(card2[3:0] - card1[3:0])
						+(card1[3:0] - card0[3:0]) == 4) ? 1 : 0;
and(three_pair_upper , card34 , card23);
and(three_pair_mid   , card23 , card12);
and(three_pair_lower , card12 , card01);
and(two_pair_upper_1 , card34 , card12);
and(two_pair_upper_2 , card34 , card01);
and(two_pair_lower   , card23 , card01);
assign one_pair_1          = card01;
assign one_pair_2          = card12;
assign one_pair_3          = card23;
assign one_pair_4          = card34;
or(high_card_sig, flush , straight , card01 , card12 , card23 , card34);
assign high_card = ~(high_card_sig);
endmodule
```
==> results_dict.tcl <==
# yosys + openroad results
set metrics [dict create \
    status "finished clean" \
    timing.fmax_ghz 0.1492 \
    fin_setup_tns_ns 0 \
    viasPerCell 3.317 \
    die_h_um 122 \
    io_buffer_count 45 \
    p_leak_nw 0.8965 \
    area_leaders "fa_1, ha_1, inv_1" \
    power_frac_seq_pct 0 \
    ys_sh_simple_pct 16.49 \
    fp.dieW_um 122 \
    syn_inst 151 \
    grt_first_pass_wirelength_mm 5.892 \
    yosysTopAreaCell "fa_1" \
    slowest_delay_ns 0.50 \
    mostFrequentLayoutCells "clkdlybuf4s50_1, inv_1, ha_1" \
    dpl.hpwl_mm 3.276 \
    routed_wirelength_mm 3.516 \
    crit_arrival_ns 5.32 \
    drc_errors 0 \
    dr.pass1.iters 4 \
    post-route-cell-area_um2 1901 \
    grt_usage_pct 4.899 \
    routedWlPerCell_um 10.40 \
    gp_congestion 0.8150 \
    warning_count 33 \
    nFillCells 1123 \
    fin_crit_sh_pct 97.13 \
    setup_ws_ns 0.1978 \
    yosysWarnings 8 \
    regArea_um2 0 \
    clkPwrFrac_pct 0 \
    pwr-share-comb_pct 100.0 \
    power.density_nw_per_um2 194.8 \
    grt_max_degree 8 \
    syn_avg_cell_area_um2 7.988 \
    antenna_cells 0 \
    ant_nets 0 \
    ys_sh_mux_pct 0.8299 \
    antenna_found_initial 0 \
    routed-via-count 1121 \
    synth_seq_share_pct 0 \
    overflow 0 \
    path_class "in2out" \
    ir_drop_v 0.00008715 \
    path_cells "clkdlybuf4s50_1 -> ha_1 -> inv_2 -> fa_1 -> a21o_1 -> a21oi_1 -> fa_1 -> fa_1 -> ha_1 -> nor2b_2 -> buf_4 -> nor3_1 -> nor2_2 -> o311a_1 -> dlygate4sd2_1" \
    worst-path-max-fanout 3 \
    period_minus_slack_ns 6.702 \
    area_growth_pct 57.57 \
    switchingPower_uw 191.3 \
    rows 37 \
    maxSlewViolCount 0 \
    cp_slowest_cell "fa_1" \
    fa_ha_area_share_pct 46.68 \
    startpoint_type "input port" \
    p_int_uw 179.0 \
    hold_violations 0 \
    dp_slack_ns -0.1385 \
    placed_area_um2 1838 \
    finish.utilization_pct 18.58 \
    end_kind "primary output" \
    ys_area_um2 1206 \
    logic_area_um2 1079 \
    hp-class "in2out" \
    aoi_share_pct 13.90 \
    synth_area_um2 1206 \
    die_area_um2 14880 \
    seq_cell_count 0 \
    core_region_area_um2 10230 \
    yosys_cells 151 \
    drive_above_1_share_pct 14.36 \
    drtIter0Drc 26 \
    num_io_pins 49 \
    layoutNonFillerInstCount 338 \
    setup_viol 0 \
    top_cell_area_share_pct 24.90 \
    first_global_vias 1201 \
    initCoreUtil_pct 11.79 \
    hold_buffers 0 \
    cpMostUsedCell "fa_1" \
    yosysUniqueCellTypes 28 \
    maxCapViolations 0 \
    placed_cells 335 \
    switching_share_pct 51.66 \
    nClkBuffers 0 \
    synthTopLogicFamily "adder cells" \
    layout.cells.most_common "clkdlybuf4s50_1" \
    xor_area_share_pct 6.535 \
    required_ns 5.52 \
    rsz0062_at_grt "true" \
]
==> synth_stat cells, drive strengths merged, types with 3 or more instances <==
cell type,n
nor3,7
a21oi,9
nand4,6
inv,41
xnor2,5
xor2,4
nand3,3
fa,15
buf,4
ha,21
nor2,12
a21o,10
==> power by group through the flow <==
stage     Clock (mW)  Sequential, mW  Combinational [mW]
4_1_cts            0               0               0.350
5_1_grt            0               0               0.421
6_report           0               0               0.370
==> timing repair <==
item                       in CTS  in global routing
resized                         9                 10
setup buffers                   3                  0
setup endpoints to repair       3                  3
pin swaps                       4                  8
==> area by class of cell <==
type                       instances  area share (%)
tap                              136           8.953
inverter                          41           8.097
timing repair buffer              52           26.20
multi-input combinational        109           56.75
==> worst paths after layout <==
check / startpoint / to / cells after the start
worst max-delay path: card1[0] / high_card / 15
worst min-delay path: card1[4] / straight_flush / 5
==> layer usage <==
metal	track usage (%)	share of wire, %	wire, µm
met3	0.8451	4.8	169
met4	0	0	0
met5	0	0	0
met1	6.202	44	1549
met2	8.984	51	1797
==> kinds of logic (layout without fill, tap and decap cells) <==
logic type	after synthesis	after routing
AOI/OAI and AO/OA	24	24
xor gates and xnor gates	9	9
adders and majority gates	36	36
buffers and inverters	45	93
muxes	1	1
other	1	4
and+or+nand+nor	35	35
==> stage by stage <==
stage	hold slack [ns]	power, mW
finish	3.694	0.3702
global route	3.842	0.4210
CTS	3.867	0.3504
detailed placement	3.859	0.3143
global placement	3.854	0.3121
floorplan	2.841	0.2329
==> critical path: cells and delay by family <==
family,cells,cell delay (ns)
fa+ha+maj,5,1.86
buf+inv,4,0.90
compound gates,3,0.74
simple gates,3,0.43
Power and IR drop assume default switching activity.
