## /design/flow/design.v

```verilog
`timescale 1ns / 1ps
module card_state(
    input clk,               
    input reset,             
    input move_to_1,              
    input move_to_2,              
    input move_to_3,              
    input move_to_4,              
    input move_to_5,              
    input reset_game,
    output reg [2:0]state        
    );
wire sig;
or(sig, move_to_1, move_to_2 , move_to_3 , move_to_4 , move_to_5);
always @ (posedge clk) begin
    if(reset) begin
        state = 3'h0;
    end
    else    if(sig) begin
                state++;
				end
				else  if(reset_game) begin
                state = 0;
                end
end 
endmodule
```

## /design/flow/run.sh

```bash
#!/bin/bash
# OpenROAD 26Q1-2900-gdf79404cd8, Yosys 0.63+post, stock flow scripts
make -C /OpenROAD-flow-scripts/flow DESIGN_CONFIG=/design/flow/config.mk WORK_HOME=/design/flow/orfs finish
```

## /design/flow/config.mk

```make
export PLATFORM = sky130hd
export DESIGN_NAME = card_state
export DESIGN_NICKNAME = card_state
export VERILOG_FILES = /design/flow/design.v
export SDC_FILE = /design/flow/constraint.sdc
export NUM_CORES = 4
export LEC_CHECK = 1
export CORE_AREA = 10 10 70 70
export DIE_AREA = 0 0 80 80
```

## /design/flow/constraint.sdc

```tcl
current_design card_state

set clk_period 1.4
set clk_io_pct 0.2

create_clock -name clk0 -period $clk_period [get_ports {clk}]

set non_clock_inputs [all_inputs -no_clocks]
set_input_delay [expr $clk_period * $clk_io_pct] -clock clk0 $non_clock_inputs
set_output_delay [expr $clk_period * $clk_io_pct] -clock clk0 [all_outputs]
```

==> results.py <==
# Flow results
metrics = {
    "run_status": {
        "status": "finished, violations left",
        "violations": "negative setup slack",
    },
    "power_and_ir_drop": {
        "power.density_nw_per_um2": 849,
        "p_leak_nw": 0.123,
        "p_total_mw": 0.317,
        "ir_drop_uv": 309,
    },
    "routing": {
        "postRouteAntennaNets": 0,
        "wl_met3_um": 42,
        "wl_met2_um": 186,
        "drcViolationCount": 0,
        "dr.pass1.iters": 2,
        "met1_length_um": 450,
        "routed_wl_um": 700,
        "highest_layer": "met4",
        "vias": 186,
        "routedWlPerCell_um": 9.09,
        "antenna_cells": 0,
        "avgViaCountPerCell": 2.42,
        "drt-initial-drc-count": 2,
    },
    "setup_path": {
        "worst-setup-path-type": "in -> reg",
        "critical_path.max_fanout": 5,
        "cp-end-kind": "register",
        "start_kind": "input port",
        "crit_required_ps": 1560,
        "cp.arrival_ps": 1570,
        "ff2ff_setup_slack_ps": 360,
    },
    "sta": {
        "hold_slack_ps": 457,
        "fin_crit_ps": 1410,
        "rsz0062_at_grt": "yes",
        "timing.final.crit_share_pct": 100,
        "worst_pin_slew_ps": 215,
        "finalWorstSetupSlack_ps": -6.43,
        "final-hold-violation-count": 0,
        "relSlewSlack_pct": 85.5,
        "max_freq_mhz": 711,
        "finClkSkew_ps": 1.20,
        "maxSlewViolCount": 0,
        "setup_tns_ps": -6.43,
        "setup_viol_count_final": 1,
    },
    "synthesis": {
        "synthArstFlopShare_pct": 0,
        "yosys_warnings": 1,
        "common_cells": "a21oi_1, dfxtp_1, or4b_1, nor2b_1",
        "syn_inst": 16,
        "ys_seq_elements": 3,
        "syn_area_um2": 160,
        "ys_cells": 16,
        "edf_count": 0,
        "avgSynthCellArea_um2": 10.0,
        "largest_area_cell": "dfxtp_1",
        "synthDistinctLibCells": 9,
        "synth_seq_share_pct": 37.5,
        "top_cell_area_share_pct": 37.5,
        "ys_area_um2": 160,
        "synthFlopType": "dfxtp_1",
        "area_leaders": "dfxtp_1, or4b_1, a21oi_1, ha_1, nor2b_1",
    },
    "placement": {
        "dp.cells": 73,
        "portBuffers": 10,
        "placed_cell_area_um2": 325,
        "post-place-ws_ps": -558,
        "gp_congestion": 0.746,
    },
    "clock_tree": {
        "clk_latency_ps": 240,
        "post-cts-setup-buffer-count": 0,
        "htreeDepth": 1,
        "cts_tree": "yes",
        "cts_hold_buf": 0,
        "cts_sinks": 3,
        "cts-root-buf": "clkbuf_4",
        "cts_buffers": 3,
        "clk_pin_slew_worst_paths_ps": 40,
        "clock_path_buffers": 2,
    },
    "die": {
        "dieWidth_um": 80,
        "core-area_um2": 3420,
        "chip_area_um2": 6400,
        "initial_core_util_pct": 4.69,
        "ios": 11,
        "std_cell_rows": 21,
        "dieHeight_um": 80,
    },
    "finish": {
        "stdcell_count": 77,
        "area_delta_synth_final_pct": 133,
        "post-route-util_pct": 10.9,
        "largest_register_ffs": 3,
        "drive_gt1_share_pct": 48.4,
        "post-route-cell-area_um2": 373,
    },
    "flow_run": {
        "max_cap_viol_count": 0,
        "log.warning_count": 28,
    },
    "global_routing": {
        "grt_max_degree": 7,
        "grt_pass1_wl_um": 1010,
        "grt_pass1_vias": 197,
        "grt-ovfl-total": 0,
        "grt_antenna_before_repair": 0,
        "grt_use_total_pct": 2.08,
    },
    "worst_hold_path": {
        "min_path_type": "in -> reg",
    },
}
## area by class of cell
| class | count | area [um^2] |
|---|---|---|
| clock buffers | 4 | 26.3 |
| fillers | 412 | 3040 |
| multi-input cells | 13 | 123 |
| flip-flops and latches | 3 | 61.3 |
| well taps | 46 | 57.6 |
| repair buffers | 11 | 105 |
## routing by layer
layer / up-vias / track usage (%)
met5: - / 0
met4: 0 / 0.704
met3: 2 / 0.909
met2: 12 / 2.01
met1: 79 / 3.51
li1: 93 / -
## report_power, final
group / internal, mW / switching [mW] / total, mW
sequential: 0.0940 / 0.00663 / 0.101
clock: 0.107 / 0.0475 / 0.154
combinational: 0.0415 / 0.0201 / 0.0616
## final timing paths
check,start,end,cells past startpoint
worst max-delay path,move_to_2,state[2],4
worst max register to register,state[0],state[0],2
worst min register to register,state[1],state[1],2
worst min-delay path,move_to_1,state[2],4
## logic make-up (layout without fill, tap and decap cells)
logic type | after synthesis | after routing | share of synthesized area [%]
and+or+nand+nor | 6 | 6 | 33.6
DFF | 3 | 3 | 37.5
adders and majority gates | 1 | 1 | 7.81
AOI/OAI and AO/OA | 6 | 6 | 21.1
buffers and inverters | 0 | 15 | 0
## layout by cell type, fill, tap and decap left out
master / count
a21oi_2: 3
buf_2: 1
clkbuf_1: 1
ha_1: 1
o21bai_1: 1
dfxtp_2: 1
dfxtp_1: 2
or4_4: 1
o22ai_1: 1
clkbuf_4: 3
or4b_4: 3
buf_4: 1
buf_6: 2
clkdlybuf4s15_1: 1
o21ai_0: 1
clkdlybuf4s50_1: 6
nor2b_1: 2
## what timing repair did
item,in CTS,in global routing
setup endpoints to repair,3,5
gates resized,14,6
hold endpoints to repair,0,0
pin swaps,3,3
## worst max-delay path, cell delays in order
cell     delay, ps
buf_6           90
or4_4          570
or4b_4         500
a21oi_2        130
