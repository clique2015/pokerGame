==> design.v <==
`timescale 1ns / 1ps
module player_logic_out(
    input clk,               
    input reset,             
    input  high_card         ,
    input  one_pair1         ,
    input  one_pair2         ,
    input  one_pair3         ,
    input  one_pair4         ,
    input  two_pair_lower    ,
    input  two_pair_upper_1  ,
    input  two_pair_upper_2  ,    
    input  three_pair_lower  ,
    input  three_pair_mid    ,
    input  three_pair_upper  ,
    input  straight          ,
    input  flush             ,
    input  full_house_lower  ,
    input  full_house_upper  ,
    input  four_kind_lower   ,
    input  four_kind_upper   ,
    input  straight_flush,
	 input  royal_flush    ,
    input  [5:0]card4 , 
    output raise,
    output reg [2:0]swap0_addr, 
    output reg [2:0]swap1_addr,    
    output reg [2:0]swap2_addr, 
    output reg [2:0]swap3_addr,       
    output reg [2:0]total_swap
    );
wire add_card4;
assign raise = full_house_lower | full_house_upper | four_kind_lower | four_kind_upper;
assign add_card4 = card4[3:0] < 8 ? 1 : 0;
always @(*) 
    if(straight_flush || royal_flush)
        total_swap = 3'b000;
    else
    if(four_kind_upper) begin
        total_swap = 1;
        swap0_addr = 0;
    end else
    if(four_kind_lower) begin
        if(add_card4) begin
        total_swap = 1;
        swap0_addr = 4;
        end else
        total_swap = 0;
    end else
    if(full_house_upper) begin
        total_swap = 2;
        swap0_addr = 0;
        swap1_addr = 1;
    end else
    if(full_house_lower) begin
        total_swap = 2;
        swap0_addr = 3;
        swap1_addr = 4;
    end else
    if(flush || straight) begin
        total_swap = 0;
    end else
    if(three_pair_upper) begin
        total_swap = 2;
        swap0_addr = 0;
        swap1_addr = 1;
    end else
    if(three_pair_mid) begin
        total_swap = 2;
        swap0_addr = 0;
        swap1_addr = 4;
    end else
    if(three_pair_lower) begin
        total_swap = 2;
        swap0_addr = 3;
        swap1_addr = 4;
    end else
    if(two_pair_upper_2) begin
        total_swap = 1;
        swap0_addr = 0;
    end else
    if(two_pair_upper_1) begin
        total_swap = 1;
        swap0_addr = 2;
    end else  
    if(two_pair_lower) begin
        total_swap = 4;
        swap0_addr = 0;
        swap1_addr = 1;
        swap2_addr = 2;
        swap3_addr = 3;
    end else
    if(one_pair4) begin
        total_swap = 3;
        swap0_addr = 0;
        swap1_addr = 1;    
        swap2_addr = 2;
    end else
    if(one_pair3) begin
        swap0_addr = 0;
        swap1_addr = 1;
        if(add_card4) begin
            swap2_addr = 4;
            total_swap = 3;
        end else
        total_swap = 2;
    end else
    if(one_pair2) begin
        swap0_addr = 0;
        swap1_addr = 3;
        if(add_card4) begin
            swap2_addr = 4;
            total_swap = 3;
        end else
        total_swap = 2;
    end else
    if(one_pair1) begin
    swap0_addr = 2;
    swap1_addr = 3;
    if(add_card4) begin
        swap2_addr = 4;
        total_swap = 3;
    end else
    total_swap = 2;
    end else
    if(high_card) begin
        total_swap = 4;
        swap0_addr = 0;
        swap1_addr = 1;
        swap2_addr = 2;
        swap3_addr = 3;    
    end
endmodule
==> run.sh <==
#!/bin/bash
# OpenROAD 26Q1-2900-gdf79404cd8, Yosys 0.63+post, stock flow scripts
make -C /OpenROAD-flow-scripts/flow DESIGN_CONFIG=/design/flow/config.mk WORK_HOME=/design/flow/orfs finish
==> config.mk <==
export PLATFORM = sky130hd
export DESIGN_NAME = player_logic_out
export DESIGN_NICKNAME = player_logic_out
export VERILOG_FILES = /design/flow/design.v
export SDC_FILE = /design/flow/constraint.sdc
export NUM_CORES = 4
export LEC_CHECK = 1
export CORE_AREA = 10 10 71 71
export DIE_AREA = 0 0 81 81
==> constraint.sdc <==
current_design player_logic_out

set clk_period 1.6
set clk_io_pct 0.2

create_clock -name clk0 -period $clk_period

set non_clock_inputs [all_inputs -no_clocks]
set_input_delay [expr $clk_period * $clk_io_pct] -clock clk0 $non_clock_inputs
set_output_delay [expr $clk_period * $clk_io_pct] -clock clk0 [all_outputs]
==> summary.rpt <==
=====================================================================================
Leakage component of the power .........................................     0.374 nW
Worst path cell trace .................................................. dlygate4sd2_1 > or4_4 > buf_2
Die area ...............................................................     6560 µm²
Violation tally from detailed-route iteration zero .....................           30
Flip-flop and latch count after synthesis ..............................           11
Tally of non-filler cells in the final layout ..........................          149
1st-pass router iterations .............................................            3
Via count ..............................................................          582
Post-synth EDFFs .......................................................            0
Final routed DRC violation total .......................................            0
Required time at the worst-slack endpoint ..............................      1.28 ns
Worst setup path category .............................................. input port to primary output
Largest family of logic cells by area .................................. simple AND/OR/NAND/NOR gates
# rows .................................................................           22
Xor and xnor area share after synthesis ................................            0
Summed standard-cell area reported by yosys ............................      526 µm²
Number of global-route vias before repair ..............................          580
Number of standard cells reported by yosys .............................           66
Count of endpoints failing setup in the final report ...................            0
Number of unconstrained endpoints ......................................           22
Average routed wire per standard cell ..................................      11.8 µm
Total negative slack ...................................................         0 ns
Area fraction in compound gates after synthesis ........................        0.240
Hold buffer count at CTS ...............................................            0
Final count of pins violating max slew .................................            0
Maximum vdd ir drop ....................................................    0.0821 mV
Main flop type ......................................................... sky130_fd_sc_hd__dlxtn_1
Gr ovfl total ..........................................................            0
Area leader share ......................................................        0.314
Buffering stage count on the worst path with inverters included ........            2
Core utilization before placement ......................................        0.145
Total power per unit cell area .........................................   166 nW/µm²
Synth top cell by count ................................................ sky130_fd_sc_hd__dlxtn_1
Pin count of the biggest net entering global routing ...................            7
Die Ht .................................................................        81 µm
Combinational cell fraction of total power .............................        0.889
Warnings from Yosys ....................................................            1
Number of antenna-violating nets in the routed design ..................            0
Status ................................................................. finished, final reports clean
Tot GR Track Use .......................................................       0.0499
Ranking of synthesized cells by area ................................... sky130_fd_sc_hd__dlxtn_1, sky130_fd_sc_hd__nor3_1, sky130_fd_sc_hd__buf_4
Sequential cell fraction of total power ................................        0.111
Setup repair after global routing missed its margin ....................        false
Critical-path cell with the highest stage delay ........................ sky130_fd_sc_hd__or4_4
Switching portion of total power .......................................        0.364
Delay of the slowest critical-path stage ...............................      0.53 ns
Critical path launch point type ........................................   input port
Synth top cells by count ............................................... sky130_fd_sc_hd__dlxtn_1, sky130_fd_sc_hd__nor2_1, sky130_fd_sc_hd__nor3_1, sky130_fd_sc_hd__buf_4, sky130_fd_sc_hd__inv_1
Fraction of final layout cells sized beyond drive strength 1 ...........        0.129
Global-route wire length before repair .................................      2.71 mm
Cell-internal power ....................................................    0.0963 mW
Family with the most delay on the worst path ........................... simple AND/OR/NAND/NOR gates
Count of mapped cells out of synthesis .................................           66
FA/HA/MAJ Cells, Area Fraction .........................................            0
HPWL Detailed ..........................................................      1.58 mm
Most area-hungry cell type in the Yosys netlist ........................ sky130_fd_sc_hd__dlxtn_1
Mean Syn Cell Area .....................................................     7.96 µm²
Clock group share of total power .......................................            0
Class of the most critical hold timing path ............................ input port to primary output
Port-buffer cells ......................................................           32
Element type at the critical path end .................................. primary output
Number of top-level pins ...............................................           43
Instance count after placement with tap cells included .................          149
Minimum clock period ...................................................      1.54 ns
Mux contribution to synthesized area ...................................            0
N_diodes ...............................................................            0
Tool warnings ..........................................................           39
Core region area .......................................................     3630 µm²
Register pins left without a clock .....................................           11
Max-cap violations .....................................................            0
Worst endpoint data arrival time .......................................      1.22 ns
Number of vias per cell ................................................         3.91
Initial antenna violation count ........................................            0
Maximum frequency from static timing analysis ..........................      651 MHz
Number of distinct library cells after synthesis .......................           34
Net Switching ..........................................................    0.0551 mW
Final Hold Vio Count ...................................................            0
Post-synthesis share of cell area spent on and, or, nand and nor gates .        0.345
Sum of routed wire length over all layers ..............................      1.75 mm
Horizontal die dimension ...............................................        81 µm
Cycle use final ........................................................        0.960
Relative area change from synthesis to final layout ....................        73.3%
Top fanout value on the critical path ..................................            2
Global placement routability congestion ................................        0.828
Post-synthesis instance area ...........................................      526 µm²
Async S/R FF share, synth ..............................................            0
=====================================================================================
==> placed cells by master (no fill, tap or decap), types with 2 or more instances in the layout <==
| master | n |
|---|---|
| sky130_fd_sc_hd__dlygate4sd2_1 | 4 |
| sky130_fd_sc_hd__inv_1 | 4 |
| sky130_fd_sc_hd__buf_4 | 5 |
| sky130_fd_sc_hd__o21bai_1 | 2 |
| sky130_fd_sc_hd__conb_1 | 4 |
| sky130_fd_sc_hd__dlxtn_1 | 11 |
| sky130_fd_sc_hd__nor3_1 | 6 |
| sky130_fd_sc_hd__a21oi_1 | 3 |
| sky130_fd_sc_hd__a211o_1 | 2 |
| sky130_fd_sc_hd__nor2_1 | 7 |
| sky130_fd_sc_hd__clkdlybuf4s50_1 | 27 |
==> power groups by stage <==
stage / Clock (mW) / Sequential [mW] / Combinational (mW)
6_report: 0 / 0.0168 / 0.135
5_1_grt: 0 / 0.0178 / 0.148
4_1_cts: 0 / 0.0170 / 0.136
==> path summary, 6_finish.rpt <==
check                      startpoint  endpoint  slack [ns]  depth (start not counted)
worst min-delay path  four_kind_upper     raise        1.05                          3
worst max-delay path  four_kind_lower     raise        0.06                          3
==> final cells by class <==
| class | instances | area [µm²] |
|---|---|---|
| repair buffers | 37 | 348 |
| flip-flops and latches | 11 | 165 |
| well taps | 48 | 60.1 |
| inverters | 4 | 15.0 |
| multi-input cells | 49 | 323 |
| fillers | 396 | 2720 |
==> through the flow <==
step            util  cell area (µm²)  setup slack, ns  hold slack (ns)  total power [mW]
5_1_grt        0.251              911           0.0438             1.08             0.166
3_3_place_gp   0.253              921           -0.423             1.70             0.155
6_report       0.251              911           0.0646             1.05             0.151
4_1_cts        0.251              911           0.0567             1.06             0.153
3_5_place_dp   0.253              921           -0.435             1.70             0.157
2_1_floorplan      -              533            0.443            0.735            0.0584
==> registers in the layout (all words and copies together), names as in the netlist <==
| name | cells |
|---|---|
| swap2_addr | 2 |
| swap1_addr | 3 |
| total_swap | 3 |
| swap0_addr | 3 |
==> cells by family (layout without fill, tap and decap cells) <==
group,Yosys count,after routing
latches,11,11
AND-OR/OR-AND,17,17
AND/OR/NAND/NOR,28,28
other,2,4
buffers and inverters,8,41
==> layer usage <==
metal / GRT usage / vias to the layer above / wire length, µm
li1: - / 305 / -
met1: 0.0744 / 254 / 909
met2: 0.0788 / 23 / 730
met3: 0.00780 / 0 / 114
met4: 0 / 0 / 0
met5: 0 / - / 0
==> timing repair <==
action	4_1_cts	5_1_grt
setup buffers	0	0
endpoints found under the setup margin	1	0
gates resized	7	0
Power figures rest on the tool's default switching activity, not on a simulated workload.
